`config.mk`:
```
export PLATFORM = sky130hd
export DESIGN_NAME = asynchronous_fifo
export DESIGN_NICKNAME = asynchronous_fifo
export VERILOG_FILES = /design/flow/design.v
export SDC_FILE = /design/flow/constraint.sdc
export NUM_CORES = 4
export LEC_CHECK = 1
export CORE_UTILIZATION = 40
```
`constraint.sdc`:
```
current_design asynchronous_fifo

set clk_period 2.6
set clk_io_pct 0.2

create_clock -name clk0 -period $clk_period [get_ports {rclk}]
create_clock -name clk1 -period $clk_period [get_ports {wclk}]

set non_clock_inputs [all_inputs -no_clocks]
set_input_delay [expr $clk_period * $clk_io_pct] -clock clk0 $non_clock_inputs
set_output_delay [expr $clk_period * $clk_io_pct] -clock clk0 [all_outputs]
```
`design.v`:
```
`timescale 1ns/1ps
`timescale 1ns/1ps
module synchronizer #(parameter WIDTH = 3)(
    input               clk,
    input               rst_n,
    input      [WIDTH:0] d_in,
    output reg [WIDTH:0] d_out
);
    reg [WIDTH:0] q1;
    always @(posedge clk) begin
        if (!rst_n) begin
            q1    <= 0;
            d_out <= 0;
        end else begin
            q1    <= d_in;
            d_out <= q1;
        end
    end
endmodule
`timescale 1ns/1ps
module wptr_handler #(
    parameter PTR_WIDTH = 3
) (
    input                   wclk,
    input                   wrst_n,
    input                   w_en,
    input      [PTR_WIDTH:0] g_rptr_sync,
    output reg [PTR_WIDTH:0] b_wptr,
    output reg [PTR_WIDTH:0] g_wptr,
    output reg              full
);
    wire [PTR_WIDTH:0] b_wptr_next;
    wire [PTR_WIDTH:0] g_wptr_next;
    wire               wfull;
    assign b_wptr_next = b_wptr + (w_en & !full);
    assign g_wptr_next = (b_wptr_next >> 1) ^ b_wptr_next;
    always @(posedge wclk or negedge wrst_n) begin
        if (!wrst_n) begin
            b_wptr <= 0;  
            g_wptr <= 0;  
        end else begin
            b_wptr <= b_wptr_next;  
            g_wptr <= g_wptr_next;  
        end
    end
    always @(posedge wclk or negedge wrst_n) begin
        if (!wrst_n) begin
            full <= 1'b0;
        end else begin
            full <= wfull;
        end
    end
    assign wfull = (g_wptr_next == {~g_rptr_sync[PTR_WIDTH], ~g_rptr_sync[PTR_WIDTH-1], g_rptr_sync[PTR_WIDTH-2:0]});
endmodule
`timescale 1ns/1ps
`timescale 1ns/1ps
module rptr_handler #(
    parameter PTR_WIDTH = 3
) (
    input                   rclk,
    input                   rrst_n,
    input                   r_en,
    input      [PTR_WIDTH:0] g_wptr_sync,
    output reg [PTR_WIDTH:0] b_rptr,
    output reg [PTR_WIDTH:0] g_rptr,
    output reg              empty
);
    wire [PTR_WIDTH:0] b_rptr_next;
    wire [PTR_WIDTH:0] g_rptr_next;
    wire               rempty;
    assign b_rptr_next = b_rptr + (r_en & !empty);
    assign g_rptr_next = (b_rptr_next >> 1) ^ b_rptr_next;
    assign rempty = (g_wptr_sync == g_rptr_next);
    always @(posedge rclk or negedge rrst_n) begin
        if (!rrst_n) begin
            b_rptr <= 0;  
            g_rptr <= 0;  
        end else begin
            b_rptr <= b_rptr_next;  
            g_rptr <= g_rptr_next;  
        end
    end
    always @(posedge rclk or negedge rrst_n) begin
        if (!rrst_n) begin
            empty <= 1'b1;  
        end else begin
            empty <= rempty;
        end
    end
endmodule
`timescale 1ns/1ps
module fifo_mem #(
    parameter DEPTH      = 8,
    parameter DATA_WIDTH = 8,
    parameter PTR_WIDTH  = 3
) (
    input                   wclk,
    input                   w_en,
    input                   rclk,
    input                   r_en,
    input      [PTR_WIDTH:0]  b_wptr,
    input      [PTR_WIDTH:0]  b_rptr,
    input      [DATA_WIDTH-1:0] data_in,
    input                   full,
    input                   empty,
    output wire [DATA_WIDTH-1:0] data_out
);
    reg [DATA_WIDTH-1:0] fifo[0:DEPTH-1];
    always @(posedge wclk) begin
        if (w_en & !full) begin
            fifo[b_wptr[PTR_WIDTH-1:0]] <= data_in;
        end
    end
    assign data_out = fifo[b_rptr[PTR_WIDTH-1:0]];
endmodule
module asynchronous_fifo #(
    parameter DEPTH      = 8,
    parameter DATA_WIDTH = 8
) (
    input                      wclk,
    input                      wrst_n,
    input                      w_en,
    input      [DATA_WIDTH-1:0]  data_in,
    input                      rclk,
    input                      rrst_n,
    input                      r_en,
    output     [DATA_WIDTH-1:0]  data_out,
    output                     full,
    output                     empty
);
    parameter PTR_WIDTH = $clog2(DEPTH);
    wire [PTR_WIDTH:0] g_wptr_sync, g_rptr_sync;
    wire [PTR_WIDTH:0] b_wptr, b_rptr;
    wire [PTR_WIDTH:0] g_wptr, g_rptr;
    synchronizer #(
        .WIDTH(PTR_WIDTH)
    ) sync_wptr (
        .clk(rclk),
        .rst_n(rrst_n),
        .d_in(g_wptr),
        .d_out(g_wptr_sync)
    );
    synchronizer #(
        .WIDTH(PTR_WIDTH)
    ) sync_rptr (
        .clk(wclk),
        .rst_n(wrst_n),
        .d_in(g_rptr),
        .d_out(g_rptr_sync)
    );
    wptr_handler #(
        .PTR_WIDTH(PTR_WIDTH)
    ) wptr_h (
        .wclk(wclk),
        .wrst_n(wrst_n),
        .w_en(w_en),
        .g_rptr_sync(g_rptr_sync),
        .b_wptr(b_wptr),
        .g_wptr(g_wptr),
        .full(full)
    );
    rptr_handler #(
        .PTR_WIDTH(PTR_WIDTH)
    ) rptr_h (
        .rclk(rclk),
        .rrst_n(rrst_n),
        .r_en(r_en),
        .g_wptr_sync(g_wptr_sync),
        .b_rptr(b_rptr),
        .g_rptr(g_rptr),
        .empty(empty)
    );
    fifo_mem #(
        .DEPTH(DEPTH),
        .DATA_WIDTH(DATA_WIDTH),
        .PTR_WIDTH(PTR_WIDTH)
    ) fifom (
        .wclk(wclk),
        .w_en(w_en),
        .rclk(rclk),
        .r_en(r_en),
        .b_wptr(b_wptr),
        .b_rptr(b_rptr),
        .data_in(data_in),
        .full(full),
        .empty(empty),
        .data_out(data_out)
    );
endmodule
```
`run.sh`:
```
#!/bin/bash
# OpenROAD 26Q1-2900-gdf79404cd8, Yosys 0.63+post, stock flow scripts
make -C /OpenROAD-flow-scripts/flow DESIGN_CONFIG=/design/flow/config.mk WORK_HOME=/design/flow/orfs finish
```
==> impl_metrics.tcl <==
# metrics dict for downstream scripts
set metrics [dict create \
    status "finished clean" \
    track_usage_pct 14.8 \
    grt_pass1_vias 1932 \
    gp_congestion 0.759 \
    ys_async_sr_fraction_pct 16.7 \
    hold_buffers 0 \
    top_cells_by_area "edfxtp_1, mux4_1, dfrtp_1" \
    first_pass_iters 4 \
    top_area_cell "edfxtp_1" \
    fp.dieW_um 99.1 \
    synth.cells.most_frequent "edfxtp_1, and2_1, dfxtp_1, dfrtp_1, mux4_1" \
    maxCapViolations 0 \
    synth_cells 205 \
    required_ps 2080 \
    worst_pin_slew_ps 587 \
    dp.cells 348 \
    setup.worst_path.end_class "output pin" \
    slew-limit-headroom_pct 60.7 \
    synth_top_area_share_pct 50.9 \
    critPathMaxStageDelay_ps 450 \
    fp-utilization_pct 41.0 \
    synth_chip_area_um2 3770 \
    warnings 28 \
    drc 0 \
    totalPowerFinal_mw 4.97 \
    coreArea_um2 9200 \
    die_h_um 99.1 \
    avgSynthCellArea_um2 18.4 \
    synth.distinct_cells 33 \
    yosys_warnings 4 \
    p_per_area_nw_per_um2 1110 \
    rows 35 \
    grt_max_degree 17 \
    io_pins 24 \
    routedWlPerCell_um 16.6 \
    ys_cells 205 \
    hold_class "flop to flop" \
    crit_buf_inv 4 \
    synth_top_cell_by_count "edfxtp_1" \
    crit_family "multiplexers" \
    vias_per_cell 4.84 \
    design_area_um2 4480 \
    tritoncts "yes" \
    synth_flops 96 \
    finClkSkew_ps 11.2 \
    vias 1811 \
    drv_slew 0 \
    crit_path_start_kind "flop" \
    edf_count 64 \
    antenna_cells 0 \
    wirelength_mm 6.20 \
    clk_pin_slew_ps 80 \
    place_area_um2 4210 \
    portBuffers 22 \
    arrival_ps 2020 \
    drtAntennaViolNets 0 \
    synth_top_flop_cell "edfxtp_1" \
    fin_util_pct 48.8 \
    area_growth_pct 18.8 \
    grt_pass1_wl_mm 10.1 \
    leakage_nw 1.61 \
    dp.final_hpwl_mm 3.86 \
    crit_slowest_cell "dfrtp_2" \
    hold_viol 0 \
    overflow 0 \
    dr.first_iter.drc_count 97 \
    ys_seq_share_pct 70.1 \
    clock-sinks 96 \
    syn-cell-area_um2 3770 \
    crit_fanout 4 \
    layout.cells.non_filler 374 \
    grt_antenna_before_repair 0 \
    critPathKind "flop to output pin" \
    path_cells "buf_4, buf_6, buf_16, mux4_2, mux2_4, dlygate4sd2_1" \
    whs_ps 384 \
    irDropWorstVdd_mv 0.556 \
    drive_gt1_share_pct 27.0 \
    setup_viol 0 \
    dieArea_um2 9830 \
]
[sequential cells by signal, summed over array words and instances, names as in the netlist]
signal,flops
rptr_h.empty,1
sync_rptr.q1,4
rptr_h.g_rptr,3
wptr_h.g_wptr,3
wptr_h.b_wptr,4
wptr_h.full,1
sync_wptr.d_out,4
sync_rptr.d_out,4
fifom.fifo,64
sync_wptr.q1,4
rptr_h.b_rptr,4
[cell families (layout without fill, tap and decap cells)]
kind of cell             Yosys count  after routing  synth area share [%]
XOR/XNOR                          21             21                  5.57
buffers and inverters              8             66                  1.79
AND/OR/NAND/NOR                   44             44                  6.40
adder cells (fa/ha/maj)            4              4                  1.33
AND-OR/OR-AND                      8              8                  1.43
multiplexers                      24             24                  13.4
flip-flops                        96             96                  70.1
[worst paths after layout]
path                            slack [ps]            endpoint  cells after the start              from
worst max-delay path                    60         data_out[6]                      6  rptr_h.b_rptr[0]
worst min-delay path                   380     sync_rptr.q1[0]                      1  rptr_h.g_rptr[0]
worst max register to register         600         wptr_h.full                      7       wptr_h.full
worst min register to register         380     sync_rptr.q1[0]                      1  rptr_h.g_rptr[0]
max in group clk1                      370         wptr_h.full                      8              w_en
max in group asynchronous             1580    rptr_h.b_rptr[0]                      1            rrst_n
min in group clk0                      430  sync_wptr.d_out[1]                      1   sync_wptr.q1[1]
min in group asynchronous              540    wptr_h.g_wptr[2]                      1            wrst_n
[area by class of cell]
class | count | area (µm²)
Timing Repair Buffer | 45 | 435
Sequential cell | 96 | 2650
Clock inverter | 7 | 57.6
Fill cell | 799 | 4710
Tap cell | 111 | 139
Clock buffer | 13 | 179
Multi-Input combinational cell | 101 | 1020
Inverter | 1 | 3.75
[cell usage in the layout, fill, tap and decap left out, drive strengths merged]
cell type      instances
dfstp                  1
dfxtp                 16
clkbuf                13
edfxtp                64
dlymetal6s2s           1
o21ai                  3
nor2                   8
o41ai                  1
a21oi                  2
xnor2                 11
a211oi                 1
ha                     4
dfrtp                 15
nand2b                 4
xor2                  10
or3                    1
nand3                  3
nor3                   3
clkdlybuf4s50         18
clkinvlp               3
clkinv                 3
nand2                  4
mux2                   8
dlygate4sd2            3
nor2b                  2
a21boi                 1
inv                    2
mux4                  16
buf                   23
nor4b                  1
and2                  17
nor3b                  1
[routing by layer]
metal | vias up | routed length [µm] | global-route usage [%]
met3 | 7 | 486 | 6.65
met2 | 61 | 2690 | 20.5
met4 | 0 | 70 | 1.70
met1 | 876 | 2950 | 24.4
li1 | 867 | - | -
met5 | - | 0 | 0
[metrics by stage]
stage	setup slack, ps	setup TNS, ps
after floorplan	522	0
after global placement	64.4	0
after detailed placement	11.0	0
after CTS	-26.9	-59.8
after global routing	-7.76	-7.76
final	64.4	0
[where the power goes]
part / switching, mW / internal (mW) / total (mW)
clock: 0.542 / 0.488 / 1.03
sequential: 0.200 / 1.96 / 2.16
combinational: 0.713 / 1.06 / 1.78
total: 1.46 / 3.51 / 4.97
[what timing repair did]
item,CTS,global route
gates cloned,2,0
setup buffers,3,2
setup endpoints to repair,3,4
pin swaps,0,0
resized,25,3
Power and IR drop assume default switching activity.
